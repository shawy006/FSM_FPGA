## /design/flow/config.mk

```make
export PLATFORM = sky130hd
export DESIGN_NAME = button_detect
export DESIGN_NICKNAME = button_detect
export VERILOG_FILES = /design/flow/design.v
export SDC_FILE = /design/flow/constraint.sdc
export NUM_CORES = 4
export LEC_CHECK = 1
export CORE_UTILIZATION = 40
```

## /design/flow/constraint.sdc

```tcl
current_design button_detect

set clk_period 6.7
set clk_io_pct 0.2

create_clock -name clk0 -period $clk_period [get_ports {clk}]

set non_clock_inputs [all_inputs -no_clocks]
set_input_delay [expr $clk_period * $clk_io_pct] -clock clk0 $non_clock_inputs
set_output_delay [expr $clk_period * $clk_io_pct] -clock clk0 [all_outputs]
```

## /design/flow/design.v

```verilog
`timescale 1ns / 1ps
module button_detect(
	input clk,               
	input [3:1] BTN,         
	input clr_n,             
	input enter,             
	output blue,             
	output red,              
	output toneout           
	);
	localparam RESET     = 3'b000;  
	localparam got2      = 3'b001;   
	localparam got23     = 3'b010;   
	localparam got231    = 3'b011;   
	localparam got2313   = 3'b100;   
	localparam INDICATEb = 3'b101;   
	localparam INDICATEr = 3'b110;   
	reg [2:0] STATE = 0;        
	reg [26:0] rLED_time = 0;   
	reg rLED_time_EN = 0;       
	reg [26:0] bLED_time = 0;   
	reg bLED_time_EN = 0;       
	always @ (posedge clk)   
		begin 
			if (!clr_n)   
				STATE <= RESET;     
			case (STATE)
				RESET : begin 
							if (BTN[2])
								STATE <= got2;
							else if (enter)
								begin 
									rLED_time_EN <= 1;    
									bLED_time_EN <= 0;    
									STATE <= INDICATEr;   
								end   
							else 
								begin
									STATE <= RESET;
									rLED_time_EN <= 0;
									bLED_time_EN <= 0;
								end   
						end   
				got2  : begin 
							if (BTN[3])
								STATE <= got23;
							else if (enter)
								begin 
									rLED_time_EN <= 1;     
									bLED_time_EN <= 0;     
									STATE <= INDICATEr;    
								end   
							else 
								begin
									STATE <= got2;         
									rLED_time_EN <= 0;     
									bLED_time_EN <= 0;
								end   
						end   
				got23  : begin 
							if (BTN[1])
								STATE <= got231;
							else if (enter)
								begin 
									rLED_time_EN <= 1;     
									bLED_time_EN <= 0;     
									STATE <= INDICATEr;    
								end   
							else 
								begin
									STATE <= got23;        
									rLED_time_EN <= 0;     
									bLED_time_EN <= 0;
								end   
						 end   
				got231 : begin
							if (BTN[3])
								STATE <= got2313;
							else if (enter)
								begin 
									rLED_time_EN <= 1;     
									bLED_time_EN <= 0;     
									STATE <= INDICATEr;    
								end   
							else 
								begin
									STATE <= got231;       
									rLED_time_EN <= 0;     
									bLED_time_EN <= 0;
								end   
						  end   
				got2313 : begin						
						    if (enter)
								begin 
									rLED_time_EN <= 0;     
									bLED_time_EN <= 1;     
									STATE <= INDICATEb;    
								end   
							else   
								begin
									STATE <= got2313;      
									rLED_time_EN <= 0;     
									bLED_time_EN <= 0;
								end   
						  end   
				INDICATEb : begin
								if (bLED_time == 125000000)    
									begin 
										rLED_time_EN <= 0;   
										bLED_time_EN <= 0;   
										STATE <= RESET;      
									end   
								else   
									begin 
										rLED_time_EN <= 0;   
										bLED_time_EN <= 1;   
										STATE <= INDICATEb;
									end   
						    end   
				INDICATEr : begin
								if (rLED_time == 125000000)    
									begin 
										rLED_time_EN <= 0;   
										bLED_time_EN <= 0;   
										STATE <= RESET;      
									end   
								else   
									begin 
										rLED_time_EN <= 1;   
										bLED_time_EN <= 0;   
										STATE <= INDICATEr;
									end   
						    end   
				default : begin    
							STATE <= RESET;
							rLED_time_EN <= 0;
							bLED_time_EN <= 0;
						  end   
			endcase   
		end   
	reg tone_EN392 = 0;   
	reg tone_EN110 = 0;   
	tone t0(
	   .clk(clk),
	   .EN392(tone_EN392),
	   .EN110(tone_EN110),
	   .tone_out(toneout)
	   );
	always @ (posedge clk)
		begin 
			if (rLED_time_EN)
				begin 
					if (rLED_time <= 124999999)   
						begin 
							rLED_time <= rLED_time + 1;  
							tone_EN110 <= 1;   
						end   
					else 
						begin 
							rLED_time <= 0;
							tone_EN110 <= 0;   
						end   
				end   
			else
				begin 
					rLED_time <= 0;
					tone_EN110 <= 0;
				end   
		end   
	always @ (posedge clk)
		begin 
			if (bLED_time_EN)
				begin 
					if (bLED_time <= 124999999)   
						begin 
							bLED_time <= bLED_time + 1;
							tone_EN392 <= 1;   
						end   
					else
						begin 
							bLED_time <= 0;
							tone_EN392 <= 0;   
						end   
				end   
			else 
				begin 
					bLED_time <= 0;
					tone_EN392 <= 0;
				end   
		end   
	assign red = (rLED_time > 0) ? 1:0;
	assign blue = (bLED_time > 0) ? 1:0;
endmodule   
`timescale 1ns / 1ps
module tone(  
  input clk,
  input EN392,
  input EN110,
  output tone_out
);
  wire w_out392;
  wire w_out110;
  tone_generate tg0(
    .clk(clk),
    .EN392(EN392),
    .EN110(EN110),
    .out392(w_out392),
    .out110(w_out110)
    );
  tone_select ts0(
    .EN392(EN392),
    .EN110(EN110),
    .i_392(w_out392),
    .i_110(w_out110),
    .tone_out(tone_out)
    );
endmodule
module tone_generate(
  input clk,
  input EN392,   
  input EN110,   
  output out392,
  output out110
);
  reg [18:0] counter392 = 0;  
  reg [20:0] counter110 = 0;  
  always @ (posedge clk)
    begin 
      if (EN392)
        begin 
          if (counter392 <= 318856)   
            counter392 <= counter392 + 1;
          else 
            counter392 <= 0;
        end   
      else
        counter392 <= 0;
    end   
  always @ (posedge clk)
    begin 
      if (EN110)
        begin 
          if (counter110 <= 1136363)   
            counter110 <= counter110 + 1;
          else 
            counter110 <= 0;
        end   
      else
        counter110 <= 0;
    end   
  assign out392 = (counter392 < 159428) ? 0:1;   
  assign out110 = (counter110 < 568181) ? 0:1;   
endmodule   
module tone_select(
  input EN392,   
  input EN110,   
  input i_392,
  input i_110,
  output tone_out
);
  assign tone_out = (EN392 & i_392) | (EN110 & i_110);  
endmodule   
```

## /design/flow/run.sh

```bash
#!/bin/bash
# OpenROAD 26Q1-2900-gdf79404cd8, Yosys 0.63+post, stock flow scripts
make -C /OpenROAD-flow-scripts/flow DESIGN_CONFIG=/design/flow/config.mk WORK_HOME=/design/flow/orfs finish
```

==> flow_summary.toml <==
# yosys + openroad results
[status]
status = "completed"

[synth]
synth_cells = 600
ys_chip_area_um2 = 5041
synthTopCellsByCount = "105 x nor2_1, 99 x dfxtp_1, 52 x xor2_1, 41 x nand2_1, 41 x nand3_1"
syn-cell-area_um2 = 5041
synth.most_common_cell = "nor2_1"
synth_flops = 101
top_area_frac = 0.3931
area_leaders = "dfxtp_1 39%, xor2_1 9.0%, nor2_1 7.8%"
postSynth.asyncResetShare = 0
ff_type = "dfxtp_1"
synth_top_cell_by_area = "dfxtp_1"
syn_avg_cell_area_um2 = 8.402
edf_count = 2
yosys_warnings = 2
ys_cells = 600
ys_seq_share = 0.4051
synth_cell_types = 61

[sta]
final_max_slew_viol_count = 0
fmax_mhz = 271.0
max_slew_margin = 0.3996
hold_viol = 0
setup_viol = 0
fin_worst_skew_ns = 0.004733
finalCriticalPeriod_ns = 3.690
worst_slack_ns = 3.010
fin_crit_sh = 0.5507
worst_pin_slew_ns = 0.8924
fin_tns_setup_ns = 0
rsz0062_at_grt = "false"

[drt]
drc = 0
wirelength_um = 9075
drtPass1Iterations = 4
num_vias = 3942
wire_per_inst_um = 11.77
detail-route-antenna-nets = 0
drt_iter0_drc = 168
n_antenna_cell = 0
via_per_inst = 5.113

[power_and_ir_drop]
seq_power_share = 0.479
leakage_nw = 1.817
net-switching-power_mw = 0.4236
p_int_mw = 1.045
clock_power_share = 0.341
power_density_nw_per_um2 = 265.6
total_power_mw = 1.469
ir_drop_v = 0.0001712
p_comb_frac = 0.179
switching_share = 0.2883

[worst_setup_path]
crit_path_start = "bLED_time[0]"
path_buffers = 2
worstPathMaxFanout = 5
crit_family = "simple AND/OR/NAND/NOR gates"
worstPathArrival_ns = 2.35
critPathKind = "reg -> out"
path_cells = "inv_1, ha_1, or4b_2, nor4_1, nand3_1, clkdlybuf4s50_1"
crit_path_start_kind = "flop"
cp.required_ns = 5.36
critPathSlowestCell = "or4b_2"
slowest_delay_ns = 0.59
r2r_start = "rLED_time[20]"
cp-end-kind = "output port"

[final_layout]
drive_above_1_share = 0.06965
nFillCells = 1163
areaGrowthSynthToFinish_pct = 9.705
fin_util = 0.4547
finalInstanceArea_um2 = 5530

[min_path]
hold_start = "t0.tg0.counter392[0]"
hold_path.class = "reg -> reg"

[placement]
place.gp.congestion = 0.8517
dpl.hpwl_um = 6191
numPortBuffers = 7
dp_slack_ns = 3.367
postPlaceCellArea_um2 = 5248

[die]
ioPinCount = 9
die-area_um2 = 13060
die_h_um = 114.3
die_w_um = 114.3
core_um2 = 12160
initCoreUtil = 0.4145
row_count = 40

[clocking]
cts.htree.levels = 3
cts.repair.resized = 0
cts.sinks = 101
worstSkewPairLatency_ns = 0.34
post_cts_buffers = 0
cts-root-buf = "clkbuf_16"
max-clock-path-buffers = 2
cts_tree = "built"
clkSlewWorstSetupHoldPaths_ns = 0.06
numCtsBuffers = 9
ctsHoldBuffers = 0

[global_routing]
grt_pass1_vias = 3656
use_met3 = 0.03128
grt.busiest_layer = "met2"
grt_max_degree = 28
grt_pass1_wl_um = 16480
gr-usage-met2 = 0.2396
use_met1 = 0.2378
grt_overflow_total = 0
grt_usage = 0.1549
antenna_found_initial = 0

[flow_run]
drv_cap = 0
warning_count = 29
area by class of cell:
class                      count  area (um2)  share of cell area
multi-input combinational    456        2816              0.5093
clock buffer                  11       232.7             0.04208
tap                          168       210.2             0.03801
timing repair buffer          12       107.6             0.01946
inverter                      19       71.32             0.01290
sequential                   101        2042              0.3692
clock inverter                 4       50.05            0.009050
registers in the layout, indices dropped and copies added (netlist names):
register / count
t0.tg0.counter110: 21
tone_EN392: 1
bLED_time: 27
rLED_time: 27
rLED_time_EN: 1
tone_EN110: 1
t0.tg0.counter392: 19
STATE: 3
bLED_time_EN: 1
cell usage in the layout (no fill, tap or decap), types with 4 or more instances in the layout:
cell	synthesis	routed
nor2_1	105	105
dfxtp_1	99	99
xor2_1	52	52
nand2_1	41	41
nand3_1	41	41
xnor2_1	34	34
nand4_1	23	23
nor4_1	19	19
inv_1	18	18
nor3_1	17	17
and3_1	14	14
o21ai_0	13	13
nor2_2	10	10
clkbuf_16	0	9
and4_1	7	7
ha_1	7	7
clkdlybuf4s50_1	0	7
or4_1	5	5
a31oi_1	5	5
a21oi_1	5	5
or3_1	5	5
buf_4	1	5
and2_1	4	4
o21a_1	4	4
final timing paths:
path | to | slack, ns | cells past startpoint
worst max-delay path | blue | 3.01 | 6
worst min-delay path | t0.tg0.counter392[0] | 0.47 | 1
worst max register to register | rLED_time[1] | 4.21 | 6
worst min register to register | t0.tg0.counter392[0] | 0.47 | 1
power groups by stage:
stage         logic, mW  clock network (mW)  registers (mW)
finish            0.263               0.502           0.704
global route      0.305               0.546           0.713
CTS               0.268               0.519           0.704
cell families (layout without fill, tap and decap cells):
| logic type | after synthesis | in the layout | share of synthesized area |
|---|---|---|---|
| DFF | 101 | 101 | 0.4051 |
| xor gates and xnor gates | 86 | 86 | 0.1494 |
| adders and majority gates | 7 | 7 | 0.01737 |
| and+or+nand+nor | 317 | 317 | 0.3279 |
| buffers and inverters | 43 | 46 | 0.03723 |
| muxes | 1 | 1 | 0.002234 |
| AOI/OAI and AO/OA | 45 | 45 | 0.06081 |
per-stage QoR:
| step | std cells | hold slack, ns |
|---|---|---|
| floorplan | 600 | 0.4297 |
| global placement | 756 | 0.4440 |
| detailed placement | 756 | 0.4617 |
| CTS | 771 | 0.4773 |
| global route | 771 | 0.4957 |
| finish | 771 | 0.4706 |
per-layer routing:
metal	share of wire	vias to the layer above	routed length (um)
li1	-	2072	-
met2	0.43	50	3907
met1	0.52	1810	4715
met4	0.012	0	106
met3	0.038	10	346
met5	0	-	0
worst register-to-register path: stages, from the launching register on:
cell	delay [ns]
dfxtp_1	0.41
and3_1	0.33
nand4_4	0.13
or4b_4	0.57
a21oi_4	0.72
inv_2	0.06
and2_1	0.18
Power and IR drop assume default switching activity.
